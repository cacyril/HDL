File: flow/config.mk
export PLATFORM = sky130hd
export DESIGN_NAME = I2C_Master_Top
export DESIGN_NICKNAME = I2C_Master_Top
export VERILOG_FILES = /design/flow/design.v
export SDC_FILE = /design/flow/constraint.sdc
export NUM_CORES = 4
export LEC_CHECK = 1
export CORE_UTILIZATION = 50
File: flow/design.v
`timescale 1ns / 1ps
module i2c_master(
    input i_clk,
	input reset_n,
    input [7:0] i_addr_cmd_data,		 
	 input i_start,
	 input i_stop,
	 input i_rw_data,
    inout io_sda,
    output io_scl,
	output in_reset,
    output reg [7:0] o_data,		 
    output wire [3:0] o_status		 
    );
parameter ST_IDLE         = 1,
          ST_CMD_START    = 2,
		  ST_CMD_STOP     = 3,
		  ST_RD_DATA      = 4,
		  ST_WR_ADDR_DATA = 5,
		  ST_WAIT_NXT_CMD  = 6,
		  ST_CHECK_ADDR_DATA_ACK = 7,
		  ST_WR_ADDR      = 8,
		  ST_SEND_ACK     =9,
		  ST_SEND_NACK    = 10;
reg [7:0] addr_cmd_data; 
reg cmd;
reg r_rw_data, r_start;
wire [2:0] control_in;
assign control_in = {i_rw_data, i_start, i_stop};
reg status_err_nack_addr, status_err_nack_data, status_data_ready, status_tx_in_progress;
assign o_status = {status_err_nack_addr, status_err_nack_data, status_tx_in_progress, status_data_ready};
assign io_sda = reg_sda;
reg reg_sda;
reg [3:0] state;
reg [3:0] pos_state;
reg [3:0] pos_count; 
reg [3:0] neg_state;
reg [3:0] neg_count;  
reg wr_sda_neg;
reg wr_sda_pos;  
reg reg_sda_pos;
reg reg_sda_neg;  
reg [7:0] in_data; 
assign io_scl = (state == ST_WAIT_NXT_CMD)? 1'b1 : i_clk;
initial
begin 
    wr_sda_neg = 0;
	wr_sda_pos = 0;
	reg_sda_neg = 0;
	reg_sda_pos = 0;
	status_err_nack_addr = 0;
	status_err_nack_data = 0;
	status_data_ready = 0;
	status_tx_in_progress = 0;
	pos_state = ST_IDLE;
	neg_state = 0;
	pos_count = 8;
	neg_count = 9;
end
always @(*)
begin
    case(i_clk)
	    1:
		begin
		    if(pos_state != 0)
			    state <= pos_state;
			else
			    state <= neg_state;
			if(wr_sda_pos == 1'b1)
                reg_sda = reg_sda_pos;
            else if(wr_sda_neg == 1'b1)
                reg_sda = reg_sda_neg;
            else
                reg_sda = 1'b1;			
		end 
		0:
		begin
		    if(neg_state != 0)
			    state <= neg_state;
			else
			    state <= pos_state;
			if(wr_sda_neg == 1'b1)
			    reg_sda = reg_sda_neg;
			else if(wr_sda_pos == 1'b1)
			    reg_sda = reg_sda_pos;
			else
			    reg_sda = 1'b1;
		end
	endcase
end
always @(posedge i_clk )
begin
    pos_state <= 0;
	wr_sda_pos <= 0;
	case(state)
	    ST_IDLE:
		    if(i_start)
			begin
			    addr_cmd_data <= i_addr_cmd_data;
				pos_state <= ST_CMD_START;
				r_start <= i_start;  
				status_tx_in_progress <= 1'b1;
			end
			else
			begin
			    pos_state <= ST_IDLE;
				status_tx_in_progress <= 1'b0;
			end
	    ST_CMD_START:
		begin
		    wr_sda_pos <= 1;
			reg_sda_pos <= 0;
			cmd <= addr_cmd_data[0];  
			pos_state <= ST_WR_ADDR_DATA;
		end
	    ST_CMD_STOP:
		begin
            wr_sda_pos <= 1'b1;
			reg_sda_pos <= 1'b1;
			pos_state <= ST_IDLE;
		end
		ST_RD_DATA:
		begin
		    if(pos_count > 0)
			begin
			    in_data[pos_count - 1] <= io_sda;
				pos_count <= pos_count - 1'b1;
			end
			if(pos_count == 1'b1)
			begin
			    pos_state <= ST_WAIT_NXT_CMD;
				pos_count <= 8;
			end
		end
		ST_CHECK_ADDR_DATA_ACK:
		begin
		    if(io_sda !=0)
			begin
			  if(r_start)  
				    status_err_nack_addr <= 1'b1;
			  else           
				  status_err_nack_data <= 1'b1;
				pos_state <= ST_IDLE;   
			end
			else
			begin
			    if(r_start & cmd)  
			        pos_state <= ST_RD_DATA;
			    else
			        pos_state <= ST_WAIT_NXT_CMD;  
			end
		end
		ST_SEND_ACK:
		begin
		    pos_state <= ST_RD_DATA;
		end
		ST_SEND_NACK:
		 begin
		     pos_state <= ST_CMD_STOP;
		 end
		ST_WAIT_NXT_CMD:  
		begin
		    status_tx_in_progress <= 1'b0;
			case(control_in)
			    3'b001:   
				begin
					status_tx_in_progress <= 1'b1;
				    if(cmd == 1'b1)
					    pos_state <= ST_SEND_NACK;
					else
					    pos_state <= ST_CMD_STOP;
			    end
				3'b010:  
				begin
				    addr_cmd_data <= i_addr_cmd_data;
					pos_state <= ST_CMD_START;
					status_tx_in_progress <= 1'b1;
				end
				3'b100:  
				begin
				    status_tx_in_progress <= 1'b1;
					addr_cmd_data <= i_addr_cmd_data;
					status_data_ready <= 1'b0;
				    if(cmd == 1'b1)
					    pos_state <= ST_SEND_ACK;
					else
					    pos_state <= ST_WR_ADDR_DATA;
				end
				3'b000:
				    pos_state <= state;
				default:
				begin
					pos_state <= state;
				end
			endcase 
			if(cmd)
			begin
			    status_data_ready <= 1'b1;
				o_data <= in_data;
			end
			else
			    status_data_ready <= 1'b0;
        end			
	endcase
end
always @(negedge i_clk)
begin
    neg_state <= 0;
	wr_sda_neg <= 0;  
	case(state)
	    ST_WR_ADDR_DATA:
		begin
		    if(neg_count == 1'b1)
			begin
			    neg_count <= 9;  
				neg_state <= ST_CHECK_ADDR_DATA_ACK;
			end
			else
			begin
			    wr_sda_neg <= 1'b1;
				reg_sda_neg <= addr_cmd_data[neg_count -2];
				neg_count <= neg_count -1'b1;
				neg_state <= state;   
			end
		end
    endcase
	if((state == ST_CMD_STOP) | (state == ST_SEND_ACK))
	begin
	    wr_sda_neg <= 1'b1;
		reg_sda_neg <= 1'b0;
	end		
end
assign in_reset = !(state == ST_IDLE) & !(state == ST_WAIT_NXT_CMD);
endmodule
module I2C_Master_Top
   (input clk_50,
    input [9:0] SWITCH,
	input [3:0] KEY,
	output [9:0] LED,
	inout scl,
	inout sda
	);
	wire int_scl;
	wire int_sda;
	reg KEY_PRESSED = 1'b0;
	reg KEY_RELEASED = 1'b0;
	reg [2:0] control_in = 3'b0;
	reg [2:0] i_key;
	wire [3:0] dummy;
	assign LED[9:8] = dummy[3:2];
	i2c_control control_0(.clk(clk_50),
	            .reset_n(KEY[3]),
	            .control(control_in),
				.data_in(SWITCH[7:0]),
				.scl(int_scl),
				.sda(int_sda),
				.status(dummy),
				.data_out(LED[7:0])
				);
	always @(posedge clk_50)
	  begin			
	    control_in <= 3'b0;
		if(!(&KEY[2:0]))
		begin
		  KEY_PRESSED = 1'b1;
		  i_key <= ~KEY[2:0];
		end
		if((&KEY[2:0]) & KEY_PRESSED)
		  KEY_RELEASED = 1'b1;
		if(KEY_PRESSED & KEY_RELEASED)
		  begin
		     i_key <= 3'b0;
		     control_in <= i_key;
			 KEY_PRESSED <= 1'b0;
			 KEY_RELEASED <= 1'b0;
		  end
	 end
	assign scl = (int_scl) ? 1'bz : 1'b0;
	assign sda = (int_sda) ? 1'bz : 1'b0;
endmodule
module freq_divider
   (input clk,
    input reset,
    output reg clk_10KHz,
    output reg clk_100KHz,
	output reg clk_400KHz
	);
	parameter 
	    CLK_FREQUENCY = 50000000,
	    CLK_10K_COUNT = CLK_FREQUENCY/(2*10000),
		CLK_100K_COUNT = CLK_FREQUENCY/(2*100000),
		CLK_400K_COUNT = CLK_FREQUENCY/(2*400000)
		;
	reg [12:0] counter_10khz;
	reg [8:0]  counter_100khz;
	reg [6:0]  counter_400khz;
	always @(posedge clk or negedge reset)
	begin
	    if(~reset)
		begin
		    counter_10khz <= 13'b0;
			counter_100khz <= 9'b0;
			counter_400khz <= 7'b0;
			clk_10KHz <= 0;
			clk_100KHz <= 0;
			clk_400KHz <= 0;
		end
	    else
		begin
		    if(counter_10khz == CLK_10K_COUNT - 1)
			begin
			    counter_10khz <= 0;
				clk_10KHz <= ~clk_10KHz;
			end
			else
			    counter_10khz <= counter_10khz + 13'b1;
			if(counter_100khz == CLK_100K_COUNT - 1)
			begin
			    counter_100khz <= 0;
				clk_100KHz <= ~clk_100KHz;
			end
			else
			    counter_100khz <= counter_100khz + 9'b1;
			if(counter_400khz == CLK_400K_COUNT - 1)
			begin
			    counter_400khz <= 0;
				clk_400KHz <= ~clk_400KHz;
			end
			else
			    counter_400khz <= counter_400khz + 7'b1;
		end
	end
endmodule
module i2c_control
    (input clk,
	 input reset_n,
	 input [2:0] control,
	 input [7:0] data_in,
	 output scl,
	 output sda,
	 output [3:0] status,
	 output [7:0] data_out
	 );
	reg [7:0] s_data;
	reg [2:0] ctrl_in;
	wire in_reset;
	wire FREQ_400K;
	freq_divider freq_d0(.clk(clk),
	                     .reset(reset_n),
						 .clk_10KHz(),
						 .clk_100KHz(),
						 .clk_400KHz(FREQ_400K)
						 );
	i2c_master master_0(.i_clk(FREQ_400K),
	                    .i_addr_cmd_data(s_data),
						.i_start(ctrl_in[1]),
						.i_stop(ctrl_in[0]),
						.i_rw_data(ctrl_in[2]),
						.io_scl(scl),
						.io_sda(sda),
						.in_reset(in_reset),
						.o_data(data_out),
						.o_status(status)
						);
	always @(negedge clk)
	begin
	    if(in_reset)
		  ctrl_in <= 3'b0;
		else if(!in_reset && control)
		begin
		  s_data <= data_in;
		  ctrl_in <= control;
		end
	end
endmodule
File: flow/run.sh
#!/bin/bash
# OpenROAD 26Q1-2900-gdf79404cd8, Yosys 0.63+post, stock flow scripts
make -C /OpenROAD-flow-scripts/flow DESIGN_CONFIG=/design/flow/config.mk WORK_HOME=/design/flow/orfs finish
File: flow/constraint.sdc
current_design I2C_Master_Top

set clk_period 5.4
set clk_io_pct 0.2

create_clock -name clk0 -period $clk_period [get_ports {clk_50}]

set non_clock_inputs [all_inputs -no_clocks]
set_input_delay [expr $clk_period * $clk_io_pct] -clock clk0 $non_clock_inputs
set_output_delay [expr $clk_period * $clk_io_pct] -clock clk0 [all_outputs]
==> summary.txt <==
run metrics: top_reg_cell synth=sky130_fd_sc_hd__edfxtp_1, Setup Total Neg Slack=0 ps, FFs w/ async S/R, synth=0.110, total met2 wirelength after detailed routing=2460 µm, clock tree buffer depth=2, wire length per cell after detailed routing=13.3 µm, initial antenna violation count=0, overflow left after global routing=0, headroom to the max-slew limit=0.490, number of unconstrained endpoints=88, residual antenna-violating net count after detailed routing=0, overall chip area=7750 µm², Final Util=0.588, Yosys reg bits=73, CTS Buf Count=3, clock-pin transition on the worst setup and hold timing paths=100 ps, total met3 wirelength after detailed routing=185 µm, cell area after layout=4110 µm², final antenna diode count=0, number of OpenROAD warnings=46, layout cells sized above 1=0.0850, final wirelength=5960 µm, postcts setup bufs=0, area of the synthesized netlist per yosys stat=3700 µm², CP Data Required Time=2730 ps, maximum ir drop on the vdd rail=0.254 mV, sequential-to-total area share from yosys stat=0.522, Power Dens Cells=97.6 nW/µm², list of cells traversed by the critical path=o31ai_1 > a221o_2 > nor3_1 > o21ai_1 > nor2_1 > buf_4, placed instance area=4000 µm², iteration count of the initial detailed-routing pass=4, RSZ-0062 raised after global routing=false, RePlAce Congestion=0.855, worst-path maximum fanout=14, Via-to-Cell Ratio=5.32, number of maximum-capacitance constraint violations=0, top routing layer used=met4, TritonCTS clock tree=done, clock skew=66.5 ps, Rows=30, total routed wire length on the met1 layer=3230 µm, Clock Latency Late Sink=330 ps, die width=88.0 µm, total of hold buffers inserted after clock tree synthesis=0, run status=finished, final reports clean, ys cells=323, Critical Path Slowest Stage Cell=sky130_fd_sc_hd__dfrtp_2, CP Launch Type=flip-flop, Cell area leaders=sky130_fd_sc_hd__edfxtp_1 (35%), sky130_fd_sc_hd__dfxtp_1 (12%), sky130_fd_sc_hd__ha_1 (6.1%), sky130_fd_sc_hd__dfrtp_1 (5.4%), sky130_fd_sc_hd__nor2_1 (3.4%), post-synth top area cell=sky130_fd_sc_hd__edfxtp_1, floorplan-stage core utilization=0.530, Root Driver=sky130_fd_sc_hd__clkbuf_8, cell count after synthesis=323, vertical die dimension=88.0 µm, count of warnings emitted by yosys=6, CP arrival=2220 ps, Max stage delay on crit path=540 ps, dominant logic cell types in the final layout=sky130_fd_sc_hd__edfxtp_1 (43), sky130_fd_sc_hd__nor2_1 (34), sky130_fd_sc_hd__inv_1 (24), sky130_fd_sc_hd__dfxtp_1 (22), global-route total usage across every layer=0.174, post-route insts no fill=449, Clock H-tree levels=1, post-synthesis to final-layout area growth=11.0%, Yosys cell types=63, flip-flops with a built-in enable=43, Critical Path Sink Type=flip-flop, CP Class=reg2reg, number of endpoints with negative hold slack in the final report=0, Port Buf Inserts=21, total of endpoints with negative setup slack in the final report=0, 1st-iter DRT viols=89, cell family with the largest share of critical-path delay=AND-OR/OR-AND gates, remaining design rule violation count=0, worst hold path type=reg2reg, vias in the first global route=2175, Crit path buffers/inverters=1, number of cells after detailed placement=435, portion of synthesized cell area occupied by the leading cell type=0.349, slew of the pin with the lowest slew margin=765 ps, post-cts sizing count=0, routed vias=2389, post-synthesis instance area=3700 µm², max-slew violations=0, sum of net half-perimeters after detailed placement=4590 µm, largest net degree at the start of global routing=33, Core Box Area=6980 µm², register pins left without a clock=46, static leakage=1.50 nW, number of ports placed on the die boundary=27, Avg Cell Area, Syn=11.5 µm², wire length of the first global-routing pass=10200 µm, most frequent logic cell in the layout=sky130_fd_sc_hd__edfxtp_1
-- cells in the mapped netlist (all sizes together) (10+ instances only) --
cell,n
xnor2,10
nand3,12
nand2,21
edfxtp,43
o21ai,11
dfxtp,22
ha,18
inv,14
nor2,34
a21oi,14
nor3,11
-- per-layer routing --
metal	vias to the layer above	track usage
met5	-	0
met4	0	0.0205
met3	9	0.0143
met2	52	0.252
met1	1092	0.319
li1	1236	-
-- worst reg2reg max path: cells and delay by family, from the launching register on --
family	cells	cell delay, ps
AOI/OAI and AO/OA	3	790
and+or+nand+nor	2	430
buffers and inverters	1	170
DFF	1	540
-- metrics by stage --
step,total power [mW],setup slack [ps],hold WS [ps]
floorplan,0.237,134,392
global placement,0.247,543,403
detailed placement,0.247,478,408
CTS,0.405,502,423
global route,0.421,409,437
finish,0.401,519,421
-- worst paths after layout --
kind	start	cells after the start	to	slack (ps)
max in group asynchronous	KEY[3]	1	control_0.freq_d0.clk_400KHz$_DFFE_PN0N_	4000
hold reg to reg	KEY_PRESSED$_SDFF_PP0_	1	KEY_RELEASED$_SDFF_PP0_	420
setup reg to reg	control_0.freq_d0.clk_400KHz$_DFFE_PN0N_	6	control_0.s_data[5]$_DFFE_NP_	520
min in group asynchronous	KEY[3]	1	control_0.freq_d0.counter_400khz[6]$_DFF_PN0_	1080
hold / removal	KEY_PRESSED$_SDFF_PP0_	1	KEY_RELEASED$_SDFF_PP0_	420
setup / recovery	control_0.freq_d0.clk_400KHz$_DFFE_PN0N_	6	control_0.s_data[5]$_DFFE_NP_	520
-- cell families (layout without fill, tap and decap cells) --
kind of cell	after synthesis	in the layout	share of synthesized area
other	2	5	0.00203
buffers and inverters	28	55	0.0369
multiplexers	12	12	0.0440
AND-OR/OR-AND	57	57	0.116
adder cells (fa/ha/maj)	18	18	0.0609
flip-flops	73	73	0.522
AND/OR/NAND/NOR	119	119	0.178
XOR/XNOR	14	14	0.0402
-- registers in the layout (all words and copies together) (netlist names), 4 cells and up --
| signal | cells |
|---|---|
| control_0.master_0.neg_count | 4 |
| control_0.s_data | 8 |
| control_0.master_0.o_data | 8 |
| control_0.master_0.neg_state | 4 |
| control_0.freq_d0.counter_400khz | 7 |
| control_0.master_0.pos_state | 4 |
| control_0.master_0.addr_cmd_data | 8 |
| control_0.master_0.in_data | 8 |
| control_0.master_0.pos_count | 4 |
-- layout make-up --
type	instances	area (µm²)
multi-input cells	225	1640
well taps	96	120
flip-flops and latches	73	1930
fillers	581	2870
inverters	13	48.8
clock buffers	4	66.3
repair buffers	27	255
clock inverters	11	41.3
-- where the power goes --
group | switching (mW) | internal [mW]
logic | 0.00569 | 0.00984
registers | 0.00146 | 0.213
clock network | 0.0796 | 0.0912
Power is estimated from default activity; no workload was simulated.
