==> ./run.sh <==
#!/bin/bash
# OpenROAD 26Q1-2900-gdf79404cd8, Yosys 0.63+post, stock flow scripts
make -C /OpenROAD-flow-scripts/flow DESIGN_CONFIG=/design/flow/config.mk WORK_HOME=/design/flow/orfs finish
==> ./config.mk <==
export PLATFORM = sky130hd
export DESIGN_NAME = uart_top
export DESIGN_NICKNAME = uart_top
export VERILOG_FILES = /design/flow/design.v
export SDC_FILE = /design/flow/constraint.sdc
export NUM_CORES = 4
export LEC_CHECK = 1
export CORE_UTILIZATION = 50
==> ./constraint.sdc <==
current_design uart_top

set clk_period 3.2
set clk_io_pct 0.2

create_clock -name clk0 -period $clk_period [get_ports {clk_50}]

set non_clock_inputs [all_inputs -no_clocks]
set_input_delay [expr $clk_period * $clk_io_pct] -clock clk0 $non_clock_inputs
set_output_delay [expr $clk_period * $clk_io_pct] -clock clk0 [all_outputs]
==> ./design.v <==
module UART_RX
   (input clk,
	 input RX_LINE,
	 output reg BUSY,
	 output reg [7:0] DATA = 7'b0,
	 output reg ACK = 1'b0
	);
	 parameter BAUD_COUNT = 'd5207;
	 reg [3:0] INDEX = 4'h0;
	 reg [15:0] COUNTER;
	 reg RX_IN_PROGRESS = 1'b0;
	 reg [8:0] RX_DATA = 9'b0;
	 reg shift_rx_bit1 = 1'b1;
	 reg shift_rx_bit2 = 1'b1;
	 always @(posedge clk)
	   begin
		   shift_rx_bit1 <= RX_LINE;
			shift_rx_bit2 <= shift_rx_bit1;
	     if(!RX_IN_PROGRESS & !shift_rx_bit2)
		    begin
		      RX_IN_PROGRESS <= 1'b1;
			   BUSY <= 1'b1;
			   COUNTER <= 0;
		    end
		  if(RX_IN_PROGRESS)
		    begin
			   if(COUNTER < BAUD_COUNT)
			     COUNTER <= COUNTER + 16'b1;
			   else
			     COUNTER <= 0;
			   if(COUNTER == ((BAUD_COUNT >>1) + 1))
			     begin
			 	    if(INDEX < 4'd9)
			 		   begin
			 		     RX_DATA[INDEX] <= shift_rx_bit2;
			 		     INDEX <= INDEX + 4'b1;
			 		   end
			 		 else
					   begin
					     if(!RX_DATA[0] & shift_rx_bit2)
					       begin
					         INDEX <= 0;
					   	   BUSY <= 0;
					   	   ACK <= 1'b1;
					   	   RX_IN_PROGRESS <= 0;
					   	 end
						  else
						    ACK <= 0;
					   end
				 end
         end
       if(!RX_IN_PROGRESS & ACK)
		   DATA <= RX_DATA[8:1];
		 else
		   DATA <= 8'b0;
      end
endmodule 
module uart_top
   (input clk_50,
	 input RX_LINE,
	 input [3:0] KEY,
	 input [9:0] SWITCH,
	 output TX_LINE,
	 output reg [9:0] LED
	);
	reg TX_START = 1'b0;
	reg [7:0] TX_DATA = 8'h00;
	reg KEY_PRESSED = 1'b0;
	reg KEY_RELEASED = 1'b0;
	wire TX_BUSY;
	wire RX_BUSY;
	wire [7:0] RX_DATA;
	wire ACK;
	UART_TX uart_tx_0  (.clk(clk_50),
	                  .START(TX_START),
							.DATA(TX_DATA),
							.TX_LINE(TX_LINE),
							.BUSY(TX_BUSY)
							);
	UART_RX uart_rx_0 (.clk(clk_50),
	                   .RX_LINE(RX_LINE),
							 .BUSY(RX_BUSY),
							 .DATA(RX_DATA),
							 .ACK(ACK)	
	                  );
	always @(posedge clk_50)
	  begin			
		if(!KEY[0])
		  KEY_PRESSED = 1'b1;
		if(KEY[0] & KEY_PRESSED)
		  KEY_RELEASED = 1'b1;
		if(KEY_PRESSED & KEY_RELEASED & !TX_BUSY)
		  begin
		    TX_START <= 1'b1;
			 TX_DATA   <= SWITCH[7:0];
			 KEY_PRESSED <= 1'b0;
			 KEY_RELEASED <= 1'b0;
		  end
		else
		  begin
		    TX_START <= 1'b0;
		  end
	 end
	always @(*)
	  begin
	    if(!RX_BUSY & ACK)
		   LED[7:0] = RX_DATA;
		else
		  LED = 8'h00;
	  end
endmodule	
module UART_TX
   (input clk,
	 input START,
	 input [7:0] DATA,
	 output reg TX_LINE = 1'b1,
	 output reg BUSY = 1'b0
	);
	parameter BAUD_COUNT = 'd5207;
	parameter HALF_BAUD_COUNT = BAUD_COUNT/2;
	reg TX_IN_PROGRESS = 1'b0;
	reg [15:0] COUNTER = 16'h0000;
	reg [3:0] INDEX = 4'h0;
	reg [8:0] TX_DATA = 9'b0;
	always @(posedge clk)
	  begin
	    if(!TX_IN_PROGRESS & START)
		   begin
			  TX_IN_PROGRESS <= 1'b1;
			  BUSY <= 1'b1;
			  TX_LINE <= 0;  
			  TX_DATA <= {1'b1,DATA};
			  INDEX <= 0;
			  COUNTER <= 0;
			end
		 if(TX_IN_PROGRESS)
		   begin
			  if(COUNTER < BAUD_COUNT)
			    COUNTER <= COUNTER + 16'b1;
			  else
			    COUNTER <= 0;
			  if(COUNTER == BAUD_COUNT)
			    begin
					if(INDEX < 4'd9)
					  begin
					    TX_LINE <= TX_DATA[INDEX];
				       INDEX <= INDEX + 4'b1;
					  end
			      else
			        begin
			          INDEX <= 4'd0;
				       TX_IN_PROGRESS <= 1'b0;
				       BUSY <= 1'b0;
						 TX_LINE <= 1'b1;
                 end	
				 end		 
			end
	  end
endmodule
==> reports/writeup.txt <==
The flow ran to the end, and the final reports show no timing, DRC or antenna violations. The critical path in the final layout is reported with a setup slack of 0.902 ns. The tool warning count for the run is 35. The finished layout holds 475 standard cells, fillers aside. The run gives 459 for the number of cells after detailed placement. The skew report gives the latency at the later pin of the worst-skew pair as 0.34 ns. The number of synthesized flops with an enable pin works out to 63. The overall die size recorded for this design is 0.00825 mm^2. By startpoint and endpoint, the worst setup path is classified as flip-flop to output pin. Note, the detailed placer reported a final HPWL of 4090 um. Setup repair after global routing left no endpoint under its margin. Worst slew margin relative to its limit: 0.411. Per STA, the worst path accumulates the most delay in the family simple AND/OR/NAND/NOR gates. Buffers inserted to repair hold after CTS numbered 0. The startpoint identified for the worst register-to-register timing path is uart_rx_0.COUNTER[0]. The run gives 90.8 um for the die width.

The logs give 0.00209 W for the total power and 340 for the cell count in the Yosys report. For the iteration tally of the first detailed-router pass, the log shows 4. Per the detail_route report, vias per standard cell equal 5.07.

In this run the maximum-capacitance check reported violations numbering 0. In the Yosys stats the netlist draws on 55 distinct library cells. The tools report the number of antenna violations at the first check in global routing as 0.

Per the CTS log, the maximum H-tree level is 3. The total wire length after detailed routing came out at 5850 um. The commonest cells after synthesis are edfxtp_1 (63), nor2_1 (40), nand2_1 (28). The report lists the number of cells resized after CTS as 0. The total number of cells along the worst setup path works out to 3. Measured along the y axis, the die boundary spans 90.8 um. With the largest incremental delay on the critical path at 0.47 ns, the worst endpoint data arrival time is 1.66 ns. The dominant synthesized flop cell is edfxtp_1. TritonCTS built the clock tree. Total buffers and inverters traversed by the critical path: 1. With the worst setup skew after layout at 0.00698 ns, the slew at the pin with the worst max-slew slack is 0.881 ns. Listed in order, past its start point the critical path passes nor2b_1 -> and2_1 -> clkdlybuf4s50_1. The area growth from synthesis to layout is 12.8%, and the total overflow reported by the global router is 0. With the highest net fanout along the worst path at 8, the post-CTS setup repair buffer count is 0. The run gives 2900 um for the routed length on met1.

The most critical min-delay path falls under flip-flop to flip-flop. Final critical-path share of the clock period: 0.718. The detailed router reports a met3 wire length of 163 um.

The first global-routing pass estimated 10400 um of wire. With the share of post-route cells with drive strength above 1 at 0.0912, the via count is 2407. The tools report the weighted congestion reported at the end of routability-driven placement as 0.839.

The placeable core region is 0.00769 mm^2, and the final period demand of the worst path is 2.30 ns. In this run the power density over the cells is 471 mW/mm^2. With the share of synthesized area occupied by flip-flops and latches at 0.591, the average detailed-routed wire length per instance is 12.3 um. edfxtp_1 is the most common cell in the netlist. Count of state elements after synthesis: 85.

After synthesis, the mean cell area works out to 11.6 um^2. The run gives 0 for the final setup violation count. The initial DRC count is 62, and the cell count of the worst reg-to-reg path is 7. For the count of antenna-violating nets left after detailed routing, the log shows 0. Final hold analysis gives a worst-case slack of 0.338 ns. Warnings reported by Yosys during synthesis add up to 3. The start point of the worst min-delay path is uart_rx_0.shift_rx_bit1.

The main area contributors are edfxtp_1 (48%), dfxtp_1 (11%), nor2_1 (3.8%). The instance count along the most critical hold path was 0. In this run the core area contains 32 standard-cell rows. Proportion of register bits with asynchronous set or reset after synthesis: 0. The tools report the kind of start point of the critical path as a flip-flop.

The worst setup path is captured at an output pin. The leakage component of the power was reported as 1.54 nW. Summing every instance area after synthesis gives 0.00395 mm^2. For the floorplan core density, the log shows 0.513.

The logs give 2720 um for the amount of wire on met2 after detailed routing and 0.00395 mm^2 for the yosys stat chip area. The final timing report lists a hold violation count of 0. Signal routing reaches up to met4. The slowest stage of the critical path is the clkdlybuf4s50_1 cell. Looking at the worst setup and hold paths, the clock pins of their registers show a slew of 0.08 ns.

The global routing usage summed across all routing layers came out at 0.165. Entering global routing, the biggest net connects 17 pins. The final timing report lists a max-slew violation count of 0.

The maximum achievable frequency was 435 MHz. The top cell type by total area after synthesis was edfxtp_1. The final antenna diode tally reported by the flow is 0.

In the synthesized netlist, the number of instances is 340. For the TritonCTS buffer count, the log shows 9. The number of I/O port buffers is 19, and the number of remaining DRC errors is 0. The tools report the maximum buffer depth of the clock tree as 2.

The tools report the number of global-route vias before repair as 2245. The required time of the critical path is 2.56 ns. For the final routed database, the setup TNS stands at 0 ns.

The number of clock sinks came to 85. The placement-stage worst setup slack was 1.00 ns. Per the CTS log, the root buffer master is clkbuf_8. The origin of the worst setup path is uart_rx_0.ACK.

The area fraction of the dominant cell type after synthesis is 0.479, and the highest ir drop seen on vdd is 0.000203 V. According to the I/O placement log, the pin count is 27.
-- cells in the final DEF (no fill, tap or decap), types with 4 or more instances in the layout --
cell             synthesis  routed
xor2_1                  13      13
ha_1                     9       9
edfxtp_1                63      63
a21oi_1                  7       7
nand2_1                 28      28
mux2i_1                  4       4
o2bb2ai_1                7       7
dfxtp_1                 22      22
o21ai_1                  5       5
nand3_1                 13      13
nor2b_1                  6       6
nor2_2                   9       9
nand2b_1                 4       4
o21ai_0                  4       4
and3_1                   4       4
nand4_1                  5       5
xnor2_1                  9       9
and2_1                  21      21
clkbuf_8                 0       9
conb_1                   2       9
nor2_1                  40      40
clkdlybuf4s50_1          0      19
inv_1                   13      13
-- path summary, 6_finish.rpt --
| path | end | slack, ns |
|---|---|---|
| max | LED[3] | 0.90 |
| min | uart_rx_0.shift_rx_bit2 | 0.34 |
| min reg2reg | uart_rx_0.shift_rx_bit2 | 0.34 |
| max reg2reg | uart_rx_0.INDEX[3] | 0.97 |
-- sequential cells by signal, summed over array words and instances, names as in the netlist, 4 cells and up --
name and flops:
TX_DATA 8, uart_rx_0.INDEX 4, uart_rx_0.COUNTER 16, uart_rx_0.RX_DATA 9, uart_rx_0.DATA 8, uart_tx_0.INDEX 4
uart_tx_0.COUNTER 16, uart_tx_0.TX_DATA 9
-- per-stage QoR --
stage          cell area (um^2)  utilization
5_1_grt                    4450        0.579
3_3_place_gp               4240        0.551
4_1_cts                    4450        0.579
3_5_place_dp               4240        0.551
2_1_floorplan              3970            -
6_report                   4450        0.579
-- cells by family (layout without fill, tap and decap cells) --
group | Yosys count | count (layout) | synth area share
buffers and inverters | 23 | 49 | 0.0282
AOI/OAI and AO/OA | 41 | 41 | 0.0790
muxes | 7 | 7 | 0.0197
other | 2 | 9 | 0.00190
DFF | 85 | 85 | 0.591
and+or+nand+nor | 151 | 151 | 0.203
xor gates and xnor gates | 22 | 22 | 0.0488
adders and majority gates | 9 | 9 | 0.0285
-- layout make-up --
type	instances	area, um^2
inverter	13	48.8
fill	658	3240
tap	102	128
sequential	85	2330
clock buffer	10	128
timing repair buffer	20	198
multi-input combinational	239	1530
clock inverter	6	87.6
-- per-layer routing --
metal	global-route usage	vias up
met5	0	-
met4	0.0225	0
met3	0.0291	7
met2	0.243	21
met1	0.291	1131
li1	-	1248
-- report_power, final --
part	total [W]	leakage [nW]	switching, W	internal [W]
clock network	0.000800	0.0985	0.000362	0.000438
registers	0.00124	0.826	0.0000200	0.00122
logic	0.0000555	0.613	0.0000292	0.0000263
total	0.00209	1.54	0.000411	0.00168
Power is estimated from default activity; no workload was simulated.
